### flow/constraint.sdc
current_design WB_Stage

set clk_period 1.0
set clk_io_pct 0.2

create_clock -name clk0 -period $clk_period [get_ports {clk}]

set non_clock_inputs [all_inputs -no_clocks]
set_input_delay [expr $clk_period * $clk_io_pct] -clock clk0 $non_clock_inputs
set_output_delay [expr $clk_period * $clk_io_pct] -clock clk0 [all_outputs]
### flow/config.mk
export PLATFORM = sky130hd
export DESIGN_NAME = WB_Stage
export DESIGN_NICKNAME = WB_Stage
export VERILOG_FILES = /design/flow/design.v
export SDC_FILE = /design/flow/constraint.sdc
export NUM_CORES = 4
export LEC_CHECK = 1
export CORE_AREA = 10 10 92 92
export DIE_AREA = 0 0 102 102
### flow/design.v
`timescale 1ns / 1ps
module WB_Stage(
    input clk,
    input reset,
    input [18:0] mem_data_in,
    input [2:0] rd_in,
    output reg [18:0] register_write_data,
    output reg [2:0] rd_out,
    output reg reg_write_en
    );
    always @(posedge clk or posedge reset)
    begin
    if (reset)
    begin
    register_write_data <= 19'b0;
    rd_out <= 3'b0;
    reg_write_en <= 1'b0;
    end
    else begin
    register_write_data <= mem_data_in;
    rd_out <= rd_in;
    reg_write_en <= 1'b1;
    end
    end
endmodule
### flow/run.sh
#!/bin/bash
# OpenROAD 26Q1-2900-gdf79404cd8, Yosys 0.63+post, stock flow scripts
make -C /OpenROAD-flow-scripts/flow DESIGN_CONFIG=/design/flow/config.mk WORK_HOME=/design/flow/orfs finish
==> results.txt <==
fresh numbers from the pnr run: Mapped Cells 25, largest stage delay on the critical path 0.36 ns, VDD IR max 0.382 mV, drt drc 0, first-pass GRT wire length 2690 microns, initial antenna violation count 0, status finished, final reports clean, crit path max fanout 1, leakage 0.000490 uW, placed cell count 150, Clock Sink Count 23, FILL cells 701, Routed WL 1830 microns, FF+latch area 576 sq um, Layout area overhead 86.1%, warning total across the stage logs 25, die extent in y 102 microns, pin count of the biggest net entering global routing 13, most frequent cell after synthesis dfrtp_1, RSZ-0062 raised after global routing no, DP Area 0.00115 sq mm, Max-cap violations 0, # hold bufs at CTS 0, Initial DRC Count 23, period utilization 0.933, H-tree Lvls 1, Final Cell Area between 0.001 and 0.0015 sq mm, Post-synth EDFFs 0, Final Critical Period 0.933 ns, highest clock rate 1070 MHz, Post-DRT Antenna Nets 0, predominant post-synthesis flop cell dfrtp_1, Yosys Chip Area 583 sq um, Cell Area, Synth around 580 sq um, top cells by area dfrtp_1 (99%), conb_1 (0.64%), inv_1 (0.64%), CTS root buffer clkbuf_8, Hold Path Class in -> async, port bufs 46, CP bufs+invs 1, Synth cell types 3, DPL Wire Length 1570 microns, TNS Setup 0 ns, Req. time, crit path approximately 0.80 ns, core area 0.00646 sq mm, share of cells above drive strength 1 0.364, Avg Inst Size Synth about 23 sq um, CTS Buf Count 3, WS Path Type reg -> out, max-slew violations 0, # Cells Yosys 25, Pwr Density roughly 1600 mW/mm^2, Worst-path clk slew ~0.080 ns, IO Pins 47, final setup vio count 0, Die Area about 0.010 sq mm, Core Util at FP 0.0903, setup bufs post-CTS 0, slowest CP cell dfrtp_1, Post-synth ARST share 1.00, Min Hold Slack 0.240 ns, startpoint types register, leading area contributor after synthesis dfrtp_1, Seq share, synth 0.987, crit-path cells buf_2, delay-heaviest family, CP flip-flops, 1st-pass router iterations 3, synth warn 1, Rows 29, Comb area 3.75 sq um, clk buf depth 2, GPL Wtd Cong about 0.70, Post-synth top cells dfrtp_1 (23), conb_1 (1), inv_1 (1), grt ovf 0, GRT Total Usage 0.0333, diodes inserted 0, number of global-route vias before repair 421, CTS tree done, Non-Filler Instances 154, crit end category output port, Hold Vio Cnt, Final 0, Worst Path Arrival around 0.73 ns, area share, top type 0.987, total number of vias 369, Synth flops 23, Die Wd 102 microns, vias per cell around 2.4, Avg WL per Cell 11.9 microns
-- worst paths after layout --
check | start | endpoint | slack, ns | depth (start not counted)
worst max-delay path | register_write_data[16] | register_write_data[16] | 0.07 | 1
worst min-delay path | reset | register_write_data[12] | 0.24 | 3
max in group asynchronous | reset | register_write_data[15] | 0.58 | 3
min in group clk0 | rd_in[0] | rd_out[0] | 0.37 | 1
-- registers in the layout, summed over array words and instances, names as in the netlist --
name / flops
rd_out: 3
register_write_data: 19
reg_write_en: 1
-- final cells by class --
class                      instances  share of cell area
sequential                        23               0.531
inverter                           1             0.00346
timing repair buffer              48               0.332
multi-input combinational          1             0.00346
clock buffer                       4              0.0415
tap                               77              0.0888
-- metrics by stage --
stage | util | setup WS, ns | total power [uW]
after detailed placement | 0.179 | 0.00783 | 1210
after CTS | 0.169 | 0.000344 | 1730
final | 0.168 | 0.0673 | 1690
after global routing | 0.168 | 0.0256 | 1770
after floorplan | - | 0.364 | 1010
after global placement | 0.179 | 0.00985 | 1210
-- cells by family (layout without fill, tap and decap cells) --
logic type / after synthesis / in the layout / synth area share
buffers and inverters: 1 / 53 / 0.00643
other: 1 / 1 / 0.00643
flip-flops: 23 / 23 / 0.987
-- placed cells by master, fill, tap and decap left out, drive strengths merged --
| cell type | n |
|---|---|
| inv | 1 |
| buf | 24 |
| conb | 1 |
| dfrtp | 23 |
| clkbuf | 5 |
| clkdlybuf4s50 | 23 |
-- where the power goes --
part	internal [uW]	switching [uW]	leakage, uW
sequential	975	8.95	0.000268
clock	283	272	0.0000228
combinational	112	40.6	0.000199
total	1370	322	0.000490
-- metal layers --
layer / GRT usage / wire length [microns] / vias to the layer above
met3: 0.00273 / 5 / 2
li1: - / - / 175
met1: 0.0333 / 544 / 190
met5: 0 / 0 / -
met2: 0.0686 / 1230 / 2
met4: 0.0119 / 47 / 0
-- what timing repair did --
| action | 4_1_cts | 5_1_grt |
|---|---|---|
| cloned | 0 | 0 |
| endpoints found under the setup margin | 23 | 1 |
| pin swaps | 0 | 0 |
| gates resized | 69 | 1 |
No activity file was given, so power comes from the tool's default toggle rates.
