--- design.v ---
`timescale 1ns / 1ps
module Register_File(
    input clk,
    input [3:0] ReadReg1,
    input [3:0] ReadReg2,
    input [3:0] WriteReg,
    input [18:0] WriteData,
    input RegWrite,
    output [18:0] ReadData1,
    output [18:0] ReadData2
    );
    reg [18:0] registers [0:15];
     always @(posedge clk)
        begin 
            if (RegWrite)
                begin
                    registers[WriteReg]<= WriteData;
                end
            end
     assign ReadData1 = registers[ReadReg1];
     assign ReadData2 = registers[ReadReg2];
endmodule
--- constraint.sdc ---
current_design Register_File

set clk_period 4.2
set clk_io_pct 0.2

create_clock -name clk0 -period $clk_period [get_ports {clk}]

set non_clock_inputs [all_inputs -no_clocks]
set_input_delay [expr $clk_period * $clk_io_pct] -clock clk0 $non_clock_inputs
set_output_delay [expr $clk_period * $clk_io_pct] -clock clk0 [all_outputs]
--- run.sh ---
#!/bin/bash
# OpenROAD 26Q1-2900-gdf79404cd8, Yosys 0.63+post, stock flow scripts
make -C /OpenROAD-flow-scripts/flow DESIGN_CONFIG=/design/flow/config.mk WORK_HOME=/design/flow/orfs finish
--- config.mk ---
export PLATFORM = sky130hd
export DESIGN_NAME = Register_File
export DESIGN_NICKNAME = Register_File
export VERILOG_FILES = /design/flow/design.v
export SDC_FILE = /design/flow/constraint.sdc
export NUM_CORES = 4
export LEC_CHECK = 1
export CORE_UTILIZATION = 30
==> results_dict.tcl <==
# implementation run metrics
set metrics [dict create \
    initial_core_util_pct 30.4 \
    grt_pass1_vias 8284 \
    tool_warnings 25 \
    grtUsageTotal_pct 17.1 \
    drcViolationCount 0 \
    syn_to_final_growth_pct 18.4 \
    syn-cell-area_um2 13800 \
    yosysWarnings 1 \
    cp.arrival_ns 2.73 \
    intPower_uw 5180 \
    max_freq_ghz 0.280 \
    hold_viol 0 \
    postSynthSeqShare_pct 66.4 \
    cp-end-kind "output port" \
    syn-instance-count 649 \
    grt_pass1_wl_um 53400 \
    crit_required_ns 3.36 \
    clkTransAtPathRegs_ns 0.06 \
    rsz0062_at_grt "false" \
    relSlewSlack_pct 60.9 \
    grt_max_degree 41 \
    seqPwrFrac_pct 51.8 \
    rows 78 \
    yosys_area_um2 13800 \
    period_needed_ns 3.57 \
    wl_um 36300 \
    dr.first_iter.drc_count 348 \
    reg.largest.list "registers: 304 flops" \
    ys_cells 649 \
    cap_violations 0 \
    drtPass1Iterations 6 \
    final_util_pct 35.9 \
    cts.sink_count 304 \
    routedWlPerCell_um 26.7 \
    startpoint "ReadReg2[2]" \
    syn_avg_cell_area_um2 21.2 \
    fp.dieArea_um2 46700 \
    ctsRootBufferMaster "clkbuf_16" \
    gp_congestion 0.787 \
    ir_worst_vdd_v 0.000300 \
    via_per_inst 5.39 \
    vias 7332 \
    coreArea_um2 45300 \
    nFillCells 4107 \
    grt_overflow_total 0 \
    cp_max_fo 19 \
    die_x_um 216 \
    die_h_um 216 \
    min_path_cells 1 \
    io_pins 71 \
    cts_hold_repair.buffers 0 \
    cts_max_level 1 \
    p_switching_uw 1440 \
    power_leakage_uw 0.00506 \
    cts_buffers 30 \
    largest_register_ffs 304 \
    postCtsSetupRepairBufs 0 \
    cts_tree "built" \
    regMostFlops "registers" \
    hp-start "WriteData[18]" \
    tightest_slew_ns 0.584 \
    io_buffers 70 \
    clk_path_buf_depth 3 \
    slew_violations 0 \
    fin_tns_setup_ns 0 \
    ant_nets 0 \
    dp_hpwl_um 20000 \
    setup_violations 0 \
    finalCritPeriodShare_pct 85.1 \
    outcome "finished, final reports clean" \
    diodes 0 \
    synth_cell_types 18 \
    holdPathEnd "registers[13][18]" \
    clockPowerShare_pct 38.9 \
    power.density_nw_per_um2 406 \
    p_sw_share_pct 21.7 \
    cts_resized 0 \
    critPathLaunchType "input pin" \
    hold_class "input pin to flip-flop" \
    synth_flops 304 \
    drive_above_1_share_pct 32.8 \
    antenna_found_initial 0 \
    path_class "input pin to output port" \
    pwr-share-comb_pct 9.3 \
]
==> area by class of cell <==
| type | instances | area [um^2] | share of cell area [%] |
|---|---|---|---|
| clock inverter | 17 | 136 | 0.838 |
| multi-input combinational | 297 | 4390 | 26.9 |
| sequential | 304 | 9130 | 56.1 |
| timing repair buffer | 105 | 1080 | 6.63 |
| tap | 600 | 751 | 4.61 |
| clock buffer | 37 | 798 | 4.90 |
==> cells by family after synthesis <==
| kind of cell | Yosys count | share of synthesized area [%] |
|---|---|---|
| and+or+nand+nor | 69 | 2.17 |
| buffers and inverters | 48 | 2.18 |
| DFF | 304 | 66.4 |
| muxes | 152 | 25.1 |
| AOI/OAI and AO/OA | 76 | 4.15 |
==> stage by stage <==
| step | setup slack, ns | instance area, um^2 | total power, uW | hold WS [ns] | std cells |
|---|---|---|---|---|---|
| after global placement | 0.583 | 15300 | 4110 | 1.76 | 1306 |
| after detailed placement | 0.585 | 15300 | 4110 | 1.78 | 1306 |
| after CTS | 0.584 | 16300 | 6670 | 1.18 | 1360 |
| after floorplan | 1.09 | 13800 | 3810 | 0.939 | 649 |
| final | 0.626 | 16300 | 6620 | 1.19 | 1360 |
| after global routing | 0.502 | 16300 | 6820 | 1.25 | 1360 |
==> how the worst max path moves through the flow <==
stage	slack [ns]	depth (start not counted)	endpoint
4_1_cts	0.58	6	ReadData1[13]
5_1_grt	0.50	6	ReadData2[7]
6_report	0.63	6	ReadData2[7]
==> worst max-delay path, cell delays in order <==
cell	delay, ns
clkdlybuf4s50_1	0.54
nor2b_2	0.16
buf_4	0.38
a22oi_1	0.16
nand2_1	0.17
clkdlybuf4s50_1	0.48
==> power by group through the flow <==
stage         clock [uW]  combinational (uW)  sequential, uW
CTS                 2620                 626            3430
global route        2720                 664            3430
finish              2580                 613            3430
==> cells in the final DEF (no fill, tap or decap), drive strengths merged <==
cell / instances
edfxtp: 304
nand2: 39
nand2b: 2
clkinvlp: 3
nor2b: 4
clkbuf: 37
or3b: 1
a22oi: 76
clkdlybuf4s50: 66
nand3: 1
and2: 2
nand3b: 2
nor3: 4
bufinv: 2
buf: 39
clkinv: 12
nor2: 14
mux4: 152
==> synthesized netlist by cell type <==
library cell,instances,area share (%)
edfxtp_1,304,66
or3b_2,1,0.064
nand2_1,39,1.1
mux4_2,144,24
buf_6,9,0.74
nand3_1,1,0.036
nor2_1,14,0.38
buf_2,16,0.58
nor3_1,4,0.15
buf_1,3,0.082
a22oi_1,76,4.1
nor2b_1,4,0.18
mux4_1,8,1.5
clkbuf_1,18,0.49
nand3b_1,2,0.11
and2_1,2,0.091
buf_12,2,0.29
nand2b_1,2,0.091
==> layer usage <==
metal  wire, um  part of all wire, %  track usage (%)
met1      11800                   33             19.3
met2      18200                   50             27.0
met3       5480                   15             12.1
met4        779                  2.1             3.08
met5          0                    0                0
Power is estimated from default activity; no workload was simulated.
